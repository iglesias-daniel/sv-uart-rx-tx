**./run.sh**
```bash
#!/bin/bash
# OpenROAD 26Q1-2900-gdf79404cd8, Yosys 0.63+post, stock flow scripts
make -C /OpenROAD-flow-scripts/flow DESIGN_CONFIG=/design/flow/config.mk WORK_HOME=/design/flow/orfs finish
```
**./config.mk**
```make
export PLATFORM = sky130hd
export DESIGN_NAME = uart_rx
export DESIGN_NICKNAME = uart_rx
export VERILOG_FILES = /design/flow/design.v
export SDC_FILE = /design/flow/constraint.sdc
export NUM_CORES = 4
export LEC_CHECK = 1
export CORE_UTILIZATION = 40
```
**./constraint.sdc**
```tcl
current_design uart_rx

set clk_period 3.4
set clk_io_pct 0.2

create_clock -name clk0 -period $clk_period [get_ports {clk}]

set non_clock_inputs [all_inputs -no_clocks]
set_input_delay [expr $clk_period * $clk_io_pct] -clock clk0 $non_clock_inputs
set_output_delay [expr $clk_period * $clk_io_pct] -clock clk0 [all_outputs]
```
**./design.v**
```verilog
module uart_rx #(
    parameter BAUD_DIV = 434,
    parameter DATA_BITS = 8,
    parameter PARITY_TYPE = 1,
    parameter STOP_BIT = 1
) (
    input clk,
    input rx,
    input rst_n,
    output reg ready,
    output reg [DATA_BITS-1:0] data_out,
    output reg error
);
    localparam WAIT = 2'b00;
    localparam DATA = 2'b01;
    localparam PARITY = 2'b10;
    localparam STOP = 2'b11;
    localparam PARITY_NONE = 0;
    localparam PARITY_EVEN = 1;
    localparam PARITY_ODD = 2;
    reg [1:0] state, next_state;
    reg tick;  
    reg [15:0] counter;  
    reg [$clog2(DATA_BITS):0] bit_counter;  
    reg [$clog2(STOP_BIT):0] stop_counter;  
    reg parity_bit;  
    reg income_message;  
    always @(posedge clk or negedge rst_n) begin
        if (!rst_n) begin
            counter <= 0;
            tick <= 0;
            income_message <= 0;
        end else begin
            tick <= 0;
            if (!rx & !income_message) begin
                income_message <= 1;
                tick <= 1;
            end else begin
                if (income_message) begin
                    if (bit_counter == 0) begin
                        if (counter == (BAUD_DIV + (BAUD_DIV >> 1)) - 1) begin
                            tick <= 1;
                            counter <= 0;
                        end else begin
                            tick <= 0;
                            counter <= counter + 1;
                        end
                    end else begin
                        if (counter == BAUD_DIV - 1) begin
                            tick <= 1;
                            counter <= 0;
                            if (next_state == WAIT) begin
                                income_message <= 0;
                            end 
                        end else begin
                            tick <= 0;
                            counter <= counter + 1;
                        end
                    end
                end
            end
        end
    end
    always @(posedge clk or negedge rst_n) begin
        if (!rst_n) begin
            state <= WAIT;
            bit_counter <= 0;
            stop_counter <= 0;
            ready <= 1;
            data_out <= 0;
            error <= 0;
            parity_bit <= 0;
        end else if (tick) begin
            case (state)
                WAIT: begin
                    bit_counter <= 0;
                    stop_counter <= 0;
                    if (income_message) begin
                        ready <= 0;
                    end else begin
                        ready <= 1;
                    end
                end
                DATA: begin
                    data_out[bit_counter] <= rx;
                    bit_counter <= bit_counter + 1;
                end
                PARITY: parity_bit <= rx;
                STOP: begin
                    stop_counter <= stop_counter + 1;
                    case (PARITY_TYPE)
                        PARITY_NONE: error <= (rx != 1);
                        PARITY_EVEN: error <= (parity_bit != ^data_out) | (rx != 1);
                        PARITY_ODD: error <= (parity_bit == ^data_out) | (rx != 1);
                        default: error <= (rx != 1);
                    endcase
                    if (next_state == WAIT)
                        ready <= 1;
                end
            endcase
            state <= next_state;
        end
    end
    always @(*) begin
        next_state = state;
        case (state)
            WAIT: begin
                if (income_message)
                    next_state = DATA;
            end
            DATA: begin
                if (bit_counter == DATA_BITS - 1)
                    if ((PARITY_TYPE == PARITY_EVEN) || (PARITY_TYPE == PARITY_ODD))
                        next_state = PARITY;
                    else
                        next_state = STOP;
                else
                    next_state = DATA;
            end
            PARITY: next_state = STOP;
            STOP:
                if (stop_counter == STOP_BIT - 1)
                    next_state = WAIT;
            default: next_state = WAIT;
        endcase
    end
endmodule
```
==> flow_summary_export.csv <==
group,metric,value,unit
clocking,root_buffer,"clkbuf_8",
logic_synthesis,ys_seq_share,0.459,
logic_synthesis,synth-edff-count,0,
clocking,cts_setup_buffers,0,
die,die_w,75.9,µm
critical_path,path_class,"reg -> reg",
logic_synthesis,synth_area_per_cell,9.76,µm²
timing,rsz0062_at_grt,"no",
pwr,vdd_drop_max,167,µV
status,outcome,"finished clean",
detailed_routing,routed_via_density,5.36,
timing,final_hold_viol_count,0,
logic_synthesis,ys_seq_elements,40,
clocking,clk-insertion-delay-late,0.29,ns
detailed_routing,dr_total_vias,1624,
die,core,0.00517,mm²
global_routing,grt_antenna_before_repair,0,
logic_synthesis,yosys_area,0.00219,mm²
run,maxCapViolCount,0,
global_routing,grt_pass1_wl,7450,µm
critical_path,ff2ff_setup_slack,0.97,ns
detailed_routing,antenna-diode-count,0,
die,rows,26,
finish,drive_gt1_frac,0.0815,
clocking,clk_pin_slew_worst_paths,0.08,ns
critical_path,crit_end,"counter[1]",
critical_path,timing.rr.start,"bit_counter[0]",
detailed_routing,post_drt_wl_per_cell,13.4,µm
critical_path,worstPathArrival,2.57,ns
logic_synthesis,ys_cells,224,
placed_design,place_hpwl,2800,µm
logic_synthesis,ys.flop_type,"dfrtp_1",
clocking,h-tree-depth,2,
logic_synthesis,yosysTopAreaCell,"dfrtp_1",
detailed_routing,wl,4070,µm
detailed_routing,drc,0,
critical_path,crit_path_start,"bit_counter[0]",
timing,maxSlewViolCount,0,
logic_synthesis,top_cell_area_share,0.435,
global_routing,overflow,0,
placed_design,port_buffers,12,
placed_design,gp_congestion,0.803,
detailed_routing,dr.pass1.iters,4,
critical_path,endpoint_kind,"flip-flop",
timing,finClkSkew,0.00717,ns
logic_synthesis,synth.area.top_cells,"dfrtp_1 (43%), ha_1 (4.6%), nand2_1 (4.5%)",
timing,relSlewSlack,0.531,
clocking,cts_hold_repair.buffers,0,
clocking,clock_sinks,40,
global_routing,grt_max_degree,41,
logic_synthesis,synthArstFlopShare,1.00,
die,die_height,75.9,µm
pwr,pwr_density_cell,436,mW/mm²
timing,tightest_slew,0.704,ns
critical_path,worst-r2r-cell-count,6,
critical_path,regToRegEndpoint,"counter[1]",
die,initCoreUtil,0.423,
global_routing,grt.total_usage,0.162,
critical_path,crit_fanout,19,
detailed_routing,drt_iter0_drc,109,
timing,finalClockPeriodUsage,0.715,
critical_path,critPathRequiredTime,3.54,ns
timing,fmax,0.412,GHz
logic_synthesis,common_cells,"dfrtp_1 (38), nand2_1 (26), inv_1 (14)",
logic_synthesis,synthCells,224,
global_routing,grt_pass1_vias,1532,
finish,syn2layout_area_growth,12.2,%
worst_hold_path,hold_class,"in -> async",
timing,tns,0,ns
pwr,p_leak,1.06,nW
logic_synthesis,synth.most_common_cell,"dfrtp_1",
clocking,cts_tree,"done",
logic_synthesis,syn_area,0.00219,mm²
critical_path,crit_path_start_kind,"flip-flop",
die,boundaryPins,13,
finish,postLayoutCoreUtil,0.474,
timing,period_minus_slack,2.43,ns
clocking,cts_resized,0,
detailed_routing,drtAntennaViolNets,0,
logic_synthesis,yosysWarnings,1,
clocking,clock_path_buffers,2,
logic_synthesis,synth_cell_types,48,
timing,finalSetupViolations,0,
run,warnings,31,
clocking,cts-buffers-inserted,5,
die,chipArea,0.00577,mm²
## logic make-up after synthesis
family	share of synthesized area
simple gates	0.207
compound gates	0.133
flops	0.459
buf+inv	0.0475
xor+xnor	0.0824
fa+ha+maj	0.0458
mux	0.0252
## routing by layer
layer | GRT usage | vias up | wire, µm
met5 | 0 | - | 0
met4 | 0.0250 | 0 | 74
met3 | 0.0282 | 8 | 138
met2 | 0.233 | 33 | 1750
met1 | 0.270 | 776 | 2110
li1 | - | 807 | -
## critical path, cell delays in order (launching register included)
cell	delay, ns
dfrtp_1	0.57
inv_1	0.16
ha_1	0.22
or3b_1	0.42
or3_1	0.44
a21oi_4	0.33
o22ai_1	0.14
## cells in the final DEF (no fill, tap or decap), types with 3 or more instances in the layout
master,n
xnor2_1,7
clkbuf_8,5
nor2_1,8
inv_1,14
dfrtp_1,38
nand2_1,26
o31ai_1,5
mux2_2,4
o21ai_1,3
nand4_1,5
nor4_1,6
clkdlybuf4s50_1,11
ha_1,8
a22o_1,3
a21oi_1,8
nand3_1,10
o21ai_0,12
xor2_1,11
nor3_1,5
## worst min path at each step
| stage | to | depth (start not counted) | from | slack, ns |
|---|---|---|---|---|
| after global routing | async pin | 2 | rst_n | 0.48 |
| final | state[1] | 2 | rst_n | 0.43 |
| after CTS | async pin | 2 | rst_n | 0.46 |
## power by group
group          switching, mW  internal (mW)
registers             0.0578          0.515
clock network          0.161          0.218
logic                 0.0603         0.0577
## registers in the layout (all words and copies together), names as in the netlist, named ones only
name            cells
bit_counter         4
parity_bit          1
stop_counter        1
data_out            8
ready               1
state               4
income_message      1
counter            16
tick                1
error               1
## layout make-up
type	instances	area, µm²
tap	70	87.6
multi-input combinational	158	1080
sequential	40	1000
timing repair buffer	13	123
fill	477	2720
inverter	14	52.6
clock buffer	6	72.6
clock inverter	2	35.0
## metrics by stage
step                      hold WS (ns)  total power [mW]  cell area, µm²  cells  setup slack, ns
final                            0.433              1.07            2450    303            0.970
after global placement           0.467             0.700            2350    295             1.04
after global routing             0.480              1.14            2450    303            0.796
after floorplan                  0.384             0.657            2190    224             1.01
after CTS                        0.458              1.09            2450    303            0.961
after detailed placement         0.467             0.702            2350    295            0.977
Power figures rest on the tool's default switching activity, not on a simulated workload.
