## flow/design.v

```verilog
module uart_tx #(
    parameter BAUD_DIV = 434,
    parameter DATA_BITS = 8,
    parameter PARITY_TYPE = 1,
    parameter STOP_BIT = 1
) (
    input clk,
    input valid,
    input [DATA_BITS-1:0] data_in,
    input rst_n,
    output wire ready,
    output wire tx
);
    localparam WAIT = 2'b00;
    localparam DATA = 2'b01;
    localparam PARITY = 2'b10;
    localparam STOP = 2'b11;
    localparam PARITY_NONE = 0;
    localparam PARITY_EVEN = 1;
    localparam PARITY_ODD = 2;
    reg [1:0] state, next_state;
    reg tick;  
    reg [15:0] counter;  
    reg [$clog2(DATA_BITS):0] bit_counter;  
    reg [$clog2(STOP_BIT):0] stop_counter;  
    reg parity_bit;  
    reg send_message;
    reg [DATA_BITS:0] data_sent;
    always @(posedge clk or negedge rst_n) begin
        if (!rst_n) begin
            counter <= 0;
            tick <= 0;
            send_message <= 0;
            data_sent <= 0;
        end else begin
            if (ready & valid) begin
                send_message <= 1;
                data_sent <= data_in;
            end
            tick <= 0;
            if (send_message) begin
                if (counter == BAUD_DIV - 1) begin
                    tick <= 1;
                    counter <= 0;
                    if (next_state == WAIT) begin
                        send_message <= 0;
                    end
                end else begin
                    tick <= 0;
                    counter <= counter + 1;
                end
            end
        end
    end
    always @(posedge clk or negedge rst_n) begin
        if (!rst_n) begin
            state <= WAIT;
            tx <= 1;
            bit_counter <= 0;
            stop_counter <= 0;
            ready <= 1;
        end else if (tick) begin
            case (state)
                WAIT: begin
                    bit_counter <= 0;
                    stop_counter <= 0;
                    if (valid) begin
                        tx <= 0;
                        ready <= 0;
                    end else begin
                        tx <= 1;
                        ready <= 1;
                    end
                end
                DATA: begin
                    tx <= data_sent[bit_counter];
                    bit_counter <= bit_counter + 1;
                end
                PARITY: tx <= parity_bit;
                STOP: begin
                    tx <= 1;
                    stop_counter <= stop_counter + 1;
                    if (next_state == WAIT)
                        ready <= 1;
                end
            endcase
            state <= next_state;
        end
    end
    always @(*) begin
        next_state = state;
        case (state)
            WAIT: begin
                if (valid)
                    next_state = DATA;
            end
            DATA: begin
                if (bit_counter == DATA_BITS - 1)
                    if ((PARITY_TYPE == PARITY_EVEN) || (PARITY_TYPE == PARITY_ODD))
                        next_state = PARITY;
                    else
                        next_state = STOP;
                else
                    next_state = DATA;
            end
            PARITY: next_state = STOP;
            STOP: 
                if (stop_counter == STOP_BIT - 1)
                    next_state = WAIT;
            default: next_state = WAIT;
        endcase
    end
    always @(*) begin
        case (PARITY_TYPE)
            PARITY_NONE: parity_bit = 0;
            PARITY_EVEN: parity_bit = ~^data_sent;
            PARITY_ODD: partity_bit = ^data_sent;
            default: parity_bit = 0;
        endcase
    end
endmodule
```

## flow/run.sh

```bash
#!/bin/bash
# OpenROAD 26Q1-2900-gdf79404cd8, Yosys 0.63+post, stock flow scripts
make -C /OpenROAD-flow-scripts/flow DESIGN_CONFIG=/design/flow/config.mk WORK_HOME=/design/flow/orfs finish
```

## flow/config.mk

```make
export PLATFORM = sky130hd
export DESIGN_NAME = uart_tx
export DESIGN_NICKNAME = uart_tx
export VERILOG_FILES = /design/flow/design.v
export SDC_FILE = /design/flow/constraint.sdc
export NUM_CORES = 4
export LEC_CHECK = 1
export CORE_UTILIZATION = 40
```

## flow/constraint.sdc

```tcl
current_design uart_tx

set clk_period 2.4
set clk_io_pct 0.2

create_clock -name clk0 -period $clk_period [get_ports {clk}]

set non_clock_inputs [all_inputs -no_clocks]
set_input_delay [expr $clk_period * $clk_io_pct] -clock clk0 $non_clock_inputs
set_output_delay [expr $clk_period * $clk_io_pct] -clock clk0 [all_outputs]
```

==> results_slide.txt <==
Physical Implementation Snapshot

Pwr
  – Power per cell area: 511 nW/µm²
  – Worst VDD drop: 0.000350 V
  – Tot Pwr: 1.09 mW
  – Leak pwr: 0.949 nW

Die
  – Die Ht: between 70 and 80 µm
  – Chip area: between 5000 and 6000 µm²
  – Ports: 13
  – Cell Rows: 24
  – Die X: between 70 and 80 µm
  – FP Core Util: 42.7%
  – Core ar.: between 4000 and 5000 µm²

Critical path
  – Slowest stage cell, crit path: or4_2
  – Max FO, Critical Path: 7
  – Startpoint Class: flip-flop
  – Crit-path cells: or4_2, nor4_4, and2_1, nor2_1
  – Worst path required time: 2570 ps
  – CP Class: flip-flop to flip-flop
  – CP Capture Type: flip-flop
  – Crit path largest cell delay: 710 ps
  – Worst Path Arrival: between 2000 and 2500 ps

Layout
  – Non-Filler Instances: 245
  – Fraction of layout cells with a size suffix above 1: 11.4%
  – Final Cell Area: around 2100 µm²
  – Filler cell count: a little under 400
  – Syn-to-layout area delta: 12.2%

Global routing
  – GRT Residual Overflow: 0
  – Vias in the first global route: around 1,300
  – First-pass GRT wire length: about 5700 µm
  – Initial antenna violation count: 0
  – Pin count of the biggest net entering global routing: 40
  – Overall global routing resource usage: approximately 15%

Placement
  – I/O Buffers: 12
  – Cell total after placement: 237
  – DP HPWL: between 2000 and 2500 µm
  – Gp weighted congestion: a little over 0.8
  – Area post-placement: 2060 µm²

STA
  – Setup TNS: 0 ps
  – Slew @ Worst Pin: slightly below 500 ps
  – Final Cycle Share: between 80 and 90%
  – Hold_ws: 233 ps
  – RSZ-0062 raised after global routing: false
  – Slew headroom: between 60% and 70%
  – Max Transition Viols Final: 0
  – FMAX: 512 MHz
  – Final setup violation count: 0
  – Tmin final: 1950 ps
  – Worst Skew: ~3.7 ps
  – Final Hold Violation Tally: 0

Routing
  – Total Routed Length: 3160 µm
  – DRC: 0
  – Post-DR wirelength/cell: roughly 13 µm
  – Vias: between 1,000 and 1,500
  – Initial DRT Pass Iterations: 6
  – Met2 WL: between 1000 and 1500 µm
  – Avg Vias per Cell: between 5 and 6
  – Met3 WL post-DR: 152 µm
  – Met1 Wirelength: between 1500 and 2000 µm
  – 1st-iter DRT viols: around 57
  – DRT antenna net count: 0
  – ANT cells: 0
  – Max layer used: met4

Clock tree
  – CTS root buffer: clkbuf_8
  – CTS tree: done
  – CTS Hold Bufs: 0
  – Total CTS buffers: 5
  – Maximum clock path buffer count: 2
  – # resized after CTS: 0
  – Worst-skew pair later-pin latency: roughly 280 ps
  – H-tree levels: 2
  – Reg clk slew, reported paths: approximately 70 ps
  – # clock sinks: 39
  – Setup bufs post-CTS: 0

Synth
  – Post-synthesis instance total: 179
  – Top-count cell post-synth: dfrtp_1
  – Sequential-to-total area share from yosys stat: between 50% and 60%
  – Chip Area, Yosys: roughly 1900 µm²
  – Dominant Register Cell: dfrtp_1
  – Seq cells post-synth: 39
  – Cell area after synthesis: 1910 µm²
  – Unique masters post-synth: 41
  – Biggest area cells: dfrtp_1 (47%), xnor2_1 (7.8%), mux2_2 (4.7%)
  – Number of synthesized flops with an enable pin: 0
  – Synth warnings: 11
  – Leading area contributor after synthesis: dfrtp_1
  – Syn_area_per_cell: 10.7 µm²
  – # Cells Yosys: about 180
  – Dominant cell area share: about 47%
  – Post-synth top cells: dfrtp_1 (36), nand2_1 (18), xnor2_1 (17)
  – Synth async-reset ratio: 100%

Run
  – Log Warnings: 26
  – Max-cap viol count: 0

Worst hold path
  – Hold crit path type: primary input to asynchronous set/reset pin

Outcome
  – Status: completed
## stage by stage
step           setup slack [ps]  util, %
2_1_floorplan               566        -
3_3_place_gp                484     46.1
3_5_place_dp                434     46.1
4_1_cts                     407     47.9
5_1_grt                     345     47.9
6_report                    449     47.9
## worst max-delay path, delay by kind of cell (launching register included)
| kind | cells | cell delay [ps] |
|---|---|---|
| DFF | 1 | 440 |
| and+or+nand+nor | 4 | 1400 |
## final cells by class
cell class	instances	area, µm²	share of cell area, %
flip-flops and latches	39	980	45.7
multi-input cells	124	861	40.2
repair buffers	13	123	5.72
clock buffers	8	80.1	3.74
well taps	52	65.1	3.04
inverters	9	33.8	1.58
## flip-flops by register name, indices dropped and copies added, names as in the netlist, named ones only
signal and count:
bit_counter 4, tx 1, state 4, send_message 1, stop_counter 1, ready 1, tick 1, counter 16
data_sent 8
## cell usage in the layout (no fill, tap or decap), types with 3 or more instances in the layout
cell	n
a21oi_1	3
clkbuf_1	3
clkbuf_8	5
clkdlybuf4s50_1	11
dfrtp_1	36
dfstp_2	3
ha_1	3
inv_1	9
mux2_2	8
mux2i_1	3
nand2_1	18
nand3_1	11
nand4_1	7
nor2_1	10
nor3_1	5
o21ai_0	7
xnor2_1	17
xor2_1	3
## routing by layer
metal | vias up | track usage [%]
li1 | 650 | -
met1 | 632 | 22.6
met2 | 22 | 22.0
met3 | 6 | 4.19
met4 | 0 | 1.78
met5 | - | 0
## kinds of logic after synthesis
| family | after synthesis | synth area share, % |
|---|---|---|
| mux | 12 | 7.47 |
| buf+inv | 16 | 3.60 |
| xor+xnor | 20 | 9.17 |
| simple gates | 65 | 18.1 |
| fa+ha+maj | 3 | 1.97 |
| flops | 39 | 51.3 |
| compound gates | 24 | 8.39 |
## final timing paths
kind	startpoint	to	slack, ps	cells past startpoint
max	counter[10]	counter[4]	450	4
min	rst_n	counter[11]	230	2
max reg2reg	counter[10]	counter[4]	450	4
min reg2reg	counter[15]	counter[15]	470	1
max in group asynchronous	rst_n	state[0]	1800	2
min in group clk0	counter[15]	counter[15]	470	1
## power by group
part / switching, mW / total, mW / internal [mW]
Clock: 0.202 / 0.408 / 0.206
Sequential: 0 / 0.657 / 0.657
Combinational: 0.0148 / 0.0292 / 0.0145
No activity file was given, so power comes from the tool's default toggle rates.
